File: run.sh
#!/bin/bash
# OpenROAD 26Q1-2900-gdf79404cd8, Yosys 0.63+post, stock flow scripts
make -C /OpenROAD-flow-scripts/flow DESIGN_CONFIG=/design/flow/config.mk WORK_HOME=/design/flow/orfs finish
File: config.mk
export PLATFORM = sky130hd
export DESIGN_NAME = ALU_Main
export DESIGN_NICKNAME = ALU_Main
export VERILOG_FILES = /design/flow/design.v
export SDC_FILE = /design/flow/constraint.sdc
export NUM_CORES = 4
export LEC_CHECK = 1
export CORE_UTILIZATION = 30
File: constraint.sdc
current_design ALU_Main

set clk_period 25.2
set clk_io_pct 0.2

create_clock -name clk0 -period $clk_period

set non_clock_inputs [all_inputs -no_clocks]
set_input_delay [expr $clk_period * $clk_io_pct] -clock clk0 $non_clock_inputs
set_output_delay [expr $clk_period * $clk_io_pct] -clock clk0 [all_outputs]
File: design.v
module ALU_Main #(
    parameter [1:0] XLEN = 2'b10    
)(
    input [((1<<(XLEN+4))-1):0] i_op_a,
    input [((1<<(XLEN+4))-1):0] i_op_b,
    input [2:0] i_alu_op,
    input [1:0] i_alu_shift,
    output o_zero,
    output [((1<<(XLEN+4))-1):0] o_alu_out
);
wire [$clog2(1<<XLEN+4)-1:0] w_shift_nr;
assign w_shift_nr = i_op_b[$clog2(1<<XLEN+4)-1:0];
wire w_signed_less_comparison;
assign w_signed_less_comparison = $signed(i_op_a)<$signed(i_op_b);
wire [((1<<(XLEN+4))-1):0] w_sll;
assign w_sll = i_op_a << w_shift_nr;
wire [((1<<(XLEN+4))-1):0] w_srl;
assign w_srl = i_op_a >> w_shift_nr;
wire [((1<<(XLEN+4))-1):0] w_sra;
assign w_sra = $signed(i_op_a) >>> w_shift_nr;
wire [((1<<(XLEN+4))-1):0] w_selected_shift;
assign w_selected_shift = (i_alu_shift==2'b01)?w_sll:
                          (i_alu_shift==2'b10)?w_srl:
                          (i_alu_shift==2'b11)?w_sra:31'd0;
assign o_zero = ((i_op_a-i_op_b) == 0)?1:0;
assign o_alu_out = (i_alu_op==3'b000     ) ? (i_op_a+i_op_b):
                   (i_alu_op==3'b001     ) ? (i_op_a-i_op_b):
                   (i_alu_op==3'b010     ) ? (i_op_a&i_op_b):
                   (i_alu_op==3'b011      ) ? (i_op_a|i_op_b):
                   (i_alu_op==3'b101) ? ((w_signed_less_comparison)?32'd1:32'd0):
                   (i_alu_op==3'b100) ? ((i_op_a<i_op_b)?32'd1:32'd0):
                   (i_alu_op==3'b110     ) ? (i_op_a^i_op_b):
                   (i_alu_op==3'b111   ) ? (w_selected_shift):
                    32'd0;
endmodule
==> commit_impl_results.txt <==
Store results of the implementation flow

- Worst path buffer plus inverter count: 4
- Summed over all layers, the global routing overflow is 0.
- Post-synth top area share: 0.116
* Setup Fix Bufs, Post-CTS: 0
* Height of the die: 265 µm
- The worst setup path is launched from an input port.
- Core Region: 0.0686 mm²
- CP Class: input port to output pin
- Seq Cell Count: 0
* Min-Delay Path Class: input port to output pin
- Ranking of synthesized cells by area: sky130_fd_sc_hd__ha_1 (12%), sky130_fd_sc_hd__a21oi_1 (11%), sky130_fd_sc_hd__mux2i_1 (8.4%), sky130_fd_sc_hd__nor2_1 (7.6%), sky130_fd_sc_hd__o21ai_0 (7.0%)
- Summed negative setup slack over all endpoints: 0 ns
- After layout, the clock buffer instance count stands at 0.
- Series of cell instances along the critical path: clkdlybuf4s50_1 > inv_1 > ha_1 > inv_1 > a21oi_1 > o221ai_1 > a211oi_1 > o311ai_0 > nor4_1 > nand4_1 > a311oi_1 > nand4_1 > nor4_1 > o2111ai_1 > and4bb_1 > clkdlybuf4s50_1
- Number of cells in the yosys synthesis report: 3304
- Area fraction in compound gates: 0.395
- Initial antenna violation count: 12
- Max-slew check failures listed in the final report amount to 0.
- Hold-critical path endpoint: o_alu_out[45]
- Headroom to the max-slew limit came out at 0.270.
- Adder-cell area share of the yosys netlist: 0.118
- Final period utilization: 0.662
- Cell Pwr Density: 29.1 mW/mm²
* Largest delay share family, worst path: AND-OR/OR-AND gates
- Maximum number of pins on one net before global-route repair: 73
* Share of total power consumed by net switching: 0.662
- At the pin with the least slew margin, the transition time is 1.09 ns.
* Leakage dissipation: 0.00943 µW
* Total setup violations reported at the end of the flow: 0
* Simple-Gate Area Share: 0.206
* Relative area change from synthesis to final layout: 13.1%
* First-pass GRT wire length: 190 mm
- Cell variety after synth: 85
- The final timing report derives a shortest allowable period of 16.69 ns.
* Std-Cell Rows: 96
* Main logic family: AND-OR/OR-AND gates
- The synthesized netlist handed to floorplanning was reported with a cell count of 3304.
- Maximum net fanout on the critical path: 15
* Number of violations reported at the end of detailed-routing iteration 0: 3911
* Source of the worst hold timing path: i_alu_op[1]
- Post_cts resized: 0
- The run finished with clean final reports.
* Fraction of layout instances using a drive strength above 1: 0.0724
- DR pass1 iterations: 6
- WP data arrival: 11.65 ns
- For reference, the mux area share after synthesis is 0.154.
* Number of nets with antenna violations after routing: 0
- Slowest cell on crit path: sky130_fd_sc_hd__clkdlybuf4s50_1
- Max Cap Violations: 0
* Average footprint of a synthesized cell: 6.29 µm²
- Chip area line of the yosys report: 0.0208 mm²
* Number of gates on the worst path with buffers counted: 16
- For this run, the register share of the synthesized area comes to 0.
* Setup repair after global routing missed its margin: no
- Final Worst Setup Slack: 8.51 ns
- After routing the design area is 0.0235 mm².
- Cell type with the largest total area after synthesis: sky130_fd_sc_hd__ha_1
* Detailed placement HPWL: 108 mm
- Number of top-level pins: 198
- Critical path's largest stage delay: 0.76 ns
- Total number of vias: 27707
- Die outline area: 0.0703 mm²
- Per the detail_route report, DRC violations left total 0.
- Per the gpl log, the routability congestion estimate is 1.11.
- Worst ir drop on vdd: 0.0126 mV
- The internal power of the cells totals 231 µW.
- Hold Slack: 10.95 ns
- Vias in the first global route: 25615
- Horizontal extent of the die: 265 µm
- The placement stage leaves a total instance area of 0.0235 mm².
* Total routing usage reported by global routing: 0.378
- Number of vias per cell after detailed routing: 6.51
- For this run, the top clock speed supported by timing is 0.0599 GHz.
* Count of buffers inserted at the top-level ports: 198
- At the placement stage, the worst setup path has a slack of 8.58 ns.
- The required time at the worst endpoint is listed as 20.16 ns.
* Worst Hold Depth: 4
- Core Util at FP: 0.303
- Drt wl/cell: 31.7 µm
- Number of logged tool warnings: 161
* Number of warnings reported in the yosys synthesis log: 0
- Before any placement, the netlist area is recorded as 0.0208 mm².
* Sequential cell area: 0 µm²
- For this design, the CTS-stage hold fixing added 0 buffers.
* Endpoint class of the critical path: output pin
* Number of hold violations in the final report: 0
- Net switching power of the design: 454 µW
* Xor-xnor portion of the synthesized cell area: 0.0371
* WL final: 135 mm
cells by family after synthesis:
family / count (synthesis)
AND-OR/OR-AND: 1303
AND/OR/NAND/NOR: 971
buffers and inverters: 482
multiplexers: 265
adder cells (fa/ha/maj): 195
XOR/XNOR: 88
routing by layer:
layer	wire, µm	GRT usage	share of wire
met1	52500	0.495	0.39
met2	56700	0.558	0.42
met3	16100	0.106	0.12
met4	9410	0.210	0.070
met5	165	0	0.0012
layout by cell type (no fill, tap or decap), types with 69 or more instances in the layout:
cell type	instances
sky130_fd_sc_hd__mux2i_1	174
sky130_fd_sc_hd__buf_4	93
sky130_fd_sc_hd__inv_1	186
sky130_fd_sc_hd__xnor2_1	85
sky130_fd_sc_hd__clkdlybuf4s50_1	187
sky130_fd_sc_hd__nor2_1	419
sky130_fd_sc_hd__o21ai_0	292
sky130_fd_sc_hd__a21oi_1	439
sky130_fd_sc_hd__nor3_1	77
sky130_fd_sc_hd__a211oi_1	69
sky130_fd_sc_hd__nand2_1	255
sky130_fd_sc_hd__ha_1	193
cell type report:
cell class,instances,area [µm²]
Inverter,207,782
Timing Repair Buffer,287,2620
Antenna cell,7,17.5
Tap cell,931,1160
Fill cell,7642,45100
Multi-Input combinational cell,2822,18900
worst max-delay path by stage:
stage / from / end / slack, ns
6_report: i_op_a[57] / o_zero / 8.51
5_1_grt: i_op_a[57] / o_zero / 8.45
4_1_cts: i_op_a[57] / o_zero / 8.58
cells in the mapped netlist, types with 18 or more instances:
master,n
sky130_fd_sc_hd__nand3_1,39
sky130_fd_sc_hd__buf_2,38
sky130_fd_sc_hd__nand2b_1,26
sky130_fd_sc_hd__o22ai_1,68
sky130_fd_sc_hd__a21o_1,39
sky130_fd_sc_hd__o21bai_1,32
sky130_fd_sc_hd__o221ai_1,18
sky130_fd_sc_hd__o31ai_1,48
sky130_fd_sc_hd__o211ai_1,31
sky130_fd_sc_hd__nor3_1,77
sky130_fd_sc_hd__mux2i_1,174
sky130_fd_sc_hd__o21ai_0,292
sky130_fd_sc_hd__ha_1,193
sky130_fd_sc_hd__a21oi_1,439
sky130_fd_sc_hd__mux4_2,39
sky130_fd_sc_hd__nor2b_1,23
sky130_fd_sc_hd__buf_1,69
sky130_fd_sc_hd__a311oi_1,20
sky130_fd_sc_hd__nor2_1,419
sky130_fd_sc_hd__xnor2_1,85
sky130_fd_sc_hd__nand2_1,255
sky130_fd_sc_hd__a22oi_1,24
sky130_fd_sc_hd__nor4_1,34
sky130_fd_sc_hd__a211oi_1,69
sky130_fd_sc_hd__inv_1,188
sky130_fd_sc_hd__clkbuf_1,167
sky130_fd_sc_hd__mux2_2,52
sky130_fd_sc_hd__a31oi_1,30
sky130_fd_sc_hd__nand4_1,23
stage by stage:
stage / power, µW / instances / utilization
floorplan: 384 / 3304 / -
global placement: 658 / 4247 / 0.342
detailed placement: 653 / 4247 / 0.342
CTS: 657 / 4247 / 0.342
global route: 713 / 4251 / 0.342
finish: 685 / 4254 / 0.343
power by group through the flow:
| stage | Clock, µW | Sequential (µW) | Combinational [µW] |
|---|---|---|---|
| global route | 0.00000729 | 0 | 713 |
| CTS | 0 | 0 | 657 |
Power is estimated from default activity; no workload was simulated.
